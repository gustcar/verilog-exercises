[/design/flow/design.v]
module Counter (enable, reset, load, data_in, count, mode, clock);
	parameter WIDTH = 3;
	input enable, reset, load, mode, clock;
	input [WIDTH-1:0] data_in;
	output [WIDTH-1:0] count;
	reg [WIDTH-1:0] count;  
	always @ (posedge clock) begin
		if (reset) count <= {WIDTH{1'b0}};
		else begin
			if (enable) begin
				if (load) count <= data_in;
				else if (mode == 1) count <= count + 1;
				else if (mode == 0) count <= count - 1;
			end  
		end  
	end  
endmodule
[/design/flow/run.sh]
#!/bin/bash
# OpenROAD 26Q1-2900-gdf79404cd8, Yosys 0.63+post, stock flow scripts
make -C /OpenROAD-flow-scripts/flow DESIGN_CONFIG=/design/flow/config.mk WORK_HOME=/design/flow/orfs finish
[/design/flow/config.mk]
export PLATFORM = sky130hd
export DESIGN_NAME = Counter
export DESIGN_NICKNAME = Counter
export VERILOG_FILES = /design/flow/design.v
export SDC_FILE = /design/flow/constraint.sdc
export NUM_CORES = 4
export LEC_CHECK = 1
export CORE_AREA = 10 10 70 70
export DIE_AREA = 0 0 80 80
[/design/flow/constraint.sdc]
current_design Counter

set clk_period 1.4
set clk_io_pct 0.2

create_clock -name clk0 -period $clk_period [get_ports {clock}]

set non_clock_inputs [all_inputs -no_clocks]
set_input_delay [expr $clk_period * $clk_io_pct] -clock clk0 $non_clock_inputs
set_output_delay [expr $clk_period * $clk_io_pct] -clock clk0 [all_outputs]
==> ci_impl_report.md <==
## Synthesis and layout report

| Metric | Value |
|---|---|
| Top-area cell type share of the netlist area | `0.333` |
| Chip Area, Yosys | `180 um^2` |
| Logic cell area | `133 um^2` |
| Top cells, area | `dfxtp_1, fa_1, nor4b_1, a211oi_1, nor2_1` |
| Crit Path Category | `reg -> out` |
| Worst Path Max Fanout | `3` |
| Yosys Instances | `19` |
| Starting Density | `0.0527` |
| Max incr delay on CP | `0.48 ns` |
| R2R setup slack | `0.05 ns` |
| FILL cells | `390` |
| Mapped cell area | `180 um^2` |
| Total core area | `3420 um^2` |
| IO Pins | `11` |
| Clock tree sinks | `3` |
| Root buffer cell | `clkbuf_4` |
| Largest registers | `count: 3 flops` |
| Most flops, register | `count` |
| Post-CTS Hold Fix Bufs | `0` |
| Vias post-DR | `221` |
| Hold Violations, Final | `0` |
| Max VDD drop | `0.181 mV` |
| Max-slew violation count | `0` |
| Max clock buf depth | `2` |
| Post-route minimum period | `1.35 ns` |
| Power per standard cell area | `855 nW/um^2` |
| Tot GR Track Use | `0.0250` |
| Final setup violation count | `0` |
| Synth warnings | `1` |
| Std-Cell Rows | `21` |
| LEAKAGE | `0.161 nW` |
| Fin cells | `83` |
| Cts bufs inserted | `3` |
| Status | `finished clean` |
| Unique cell types | `13` |
| Fmax | `0.740 GHz` |
| Final clock skew | `0.00415 ns` |
| Hold Crit Class | `reg -> reg` |
| Grt ovf | `0` |
| Post-Place Cells | `78` |
| Die Wd | `80 um` |
| Routed vias/inst | `2.66` |
| Max reg flops | `3` |
| Router iterations before antenna repair | `2` |
| Hold slack | `0.539 ns` |
| Vias in the first global route | `248` |
| Cell type with the largest total area | `dfxtp_1` |
| ANT nets after route | `0` |
| Post-CTS setup repair buffer count | `0` |
| OpenROAD warnings | `25` |
| Die Y | `80 um` |
| CP max stage cell | `clkdlybuf4s50_1` |
| Die ar. | `6400 um^2` |
| Fraction of layout cells with a size suffix above 1 | `0.333` |
| Initial antenna violation count | `1` |
| Worst EP arrival | `1.07 ns` |
| Routability congestion estimate | `0.822` |
| Area growth syn-to-layout | `128%` |
| Final wirelength | `728 um` |
| I/O Buffers | `10` |
| Slew headroom | `0.790` |
| Largest net degree at the start of global routing | `7` |
| RSZ-0062 raised after global routing | `false` |
| Clk pin slew, worst setup/hold paths | `0.04 ns` |
| Worst slew pin tran | `0.311 ns` |
| First-pass GRT wire length | `1150 um` |
| CTS tree | `built` |
| Synth Seq Share | `0.333` |
| DRC | `0` |
| MaxCap Viol Count | `0` |
| Gate Count Post-Synth | `19` |
| Mean Syn Cell Area | `9.48 um^2` |
| DR iter-0 viols | `6` |
| Reg area | `63.8 um^2` |
| Worst-path cell chain | `clkdlybuf4s50_1` |
| Critical path startpoint category | `flop` |
| Yosys reg bits | `3` |
| Final period util | `0.965` |
| CP bufs+invs | `1` |
| H-tree depth | `1` |
| Critical Path End Type | `output port` |
| CP delay by family, top | `buffers and inverters` |
| CP Data Required Time | `1.12 ns` |
| Latency at later pin | `0.24 ns` |
| DR WL/cell | `8.77 um` |
[where the power goes]
| group | internal [mW] | switching (mW) | leakage [nW] | total [mW] |
|---|---|---|---|---|
| registers | 0.0959 | 0.00896 | 0.0258 | 0.105 |
| clock network | 0.107 | 0.0527 | 0.0150 | 0.160 |
| logic | 0.0555 | 0.0306 | 0.120 | 0.0860 |
[cell usage in the layout (no fill, tap or decap)]
master	synthesis	layout
a211oi_1	2	2
mux2i_1	1	1
a211o_1	1	1
dfxtp_2	0	3
nor4b_2	0	1
clkdlybuf4s50_1	0	8
clkbuf_4	0	3
dlymetal6s2s_1	0	1
clkbuf_1	0	1
fa_2	0	1
nor4b_1	2	1
nor2_1	3	3
a21oi_1	1	1
inv_1	1	1
o21ai_1	1	1
diode_2	0	1
nand2b_1	1	1
dlygate4sd2_1	0	1
nand4b_1	1	1
xnor2_2	0	1
buf_4	0	3
[path summary, 6_finish.rpt]
kind             from       end  cells past startpoint
min reg2reg  count[0]  count[0]                      2
max reg2reg  count[1]  count[2]                      4
max          count[1]  count[1]                      1
min          count[0]  count[0]                      2
[routing by layer]
layer  vias to the layer above  part of all wire  wire, um  global-route usage
met5                         -                 0         0                   0
met4                         0                 0         0                   0
met3                         0              0.29       210              0.0386
met2                        16              0.24       174              0.0249
met1                        98              0.47       342              0.0287
li1                        107                 -         -                   -
[synth_stat cells]
cell type  n
dfxtp_1    3
nor2_1     3
a211oi_1   2
nor4b_1    2
a211o_1    1
a21oi_1    1
fa_1       1
inv_1      1
mux2i_1    1
nand2b_1   1
nand4b_1   1
o21ai_1    1
xnor2_1    1
[final cells by class]
cell class | count | share of cell area
clock buffer | 4 | 0.0640
sequential | 3 | 0.155
timing repair buffer | 13 | 0.302
inverter | 1 | 0.00915
multi-input combinational | 15 | 0.323
antenna | 1 | 0.00610
tap | 46 | 0.140
[stage by stage]
stage,cell area [um^2],power (mW),worst slack [ns],utilization,TNS [ns]
3_5_place_dp,360,0.184,-0.527,0.105,-0.890
2_1_floorplan,180,0.128,0.0943,-,0
6_report,410,0.351,0.0492,0.120,0
5_1_grt,410,0.376,0.000881,0.120,0
4_1_cts,404,0.356,0.00229,0.118,0
3_3_place_gp,360,0.181,-0.468,0.105,-0.785
[cells by family (layout without fill, tap and decap cells)]
| family | count (synthesis) | count (layout) | share of synthesized area |
|---|---|---|---|
| DFF | 3 | 3 | 0.333 |
| muxes | 1 | 1 | 0.0556 |
| xor gates and xnor gates | 1 | 1 | 0.0486 |
| adders and majority gates | 1 | 1 | 0.111 |
| and+or+nand+nor | 7 | 7 | 0.243 |
| AOI/OAI and AO/OA | 5 | 5 | 0.187 |
| other | 0 | 1 | 0 |
| buffers and inverters | 1 | 18 | 0.0208 |
[what timing repair did]
action / CTS / global route
pin swaps: 2 / 0
resized: 6 / 2
setup endpoints to repair: 4 / 2
Power figures rest on the tool's default switching activity, not on a simulated workload.
